`/design/flow/design.v`:
```
module top_module(
    input clk,
    input load,
    input [255:0] data,
    output [255:0] q); 
reg [3:0] sum = 0;    
always @(posedge clk) begin
    if (load) begin q <= data; end
    else begin
        for (integer count = 0 ; count < 256 ; count++) begin
        if (count == 0) begin
            sum = q[1] + q[15] + q[16] + q[17] + q[31] + q[240] + q[241] +  q[255]; 
        end else if (count == 15) begin
            sum = q[14] + q[16] + q[0] + q[31] + q[240] + q[254] + q[30]  + q[255];
        end else if (count == 240) begin
            sum = q[0] + q[1] + q[15] + q[239] + q[241] + q[224] + q[225] + q[255];
        end else if (count == 255) begin
            sum = q[0] + q[14] +  q[15] + q[224] + q[238] + q[240] + q[239] + q[254];
        end else if (count > 0 && count < 15) begin
            sum = q[count -1] + q[count +1] + q[count +16] + q[count +15] + q[count +17] + q[count + 240] + q[count +239] + q[count +241];
        end else if (count % 16 == 0) begin 
            sum = q[count -1] + q[count +1] + q[count +15] + q[count +16] + q[count +17] + q[count -15] + q[count -16] + q[count +31];
        end else if (count % 16 == 15)  begin
            sum = q[count -1] + q[count +1] + q[count +15] + q[count -15]  + q[count +16] + q[count -16] + q[count -17]  + q[count -31];
        end else if (count > 240 && count < 255) begin
            sum = q[count -1] + q[count +1] + q[count - 15] + q[count - 16] + q[count - 17] + q[count - 240] + q[count - 241] + q[count - 239];
        end else begin
            sum = q[count -1] + q[count +1] + q[count -15] + q[count -16]  + q[count -17] + q[count +15] + q[count +16] + q[count +17];
        end
        if ((sum == 0 || sum == 1) || (sum >= 4)) begin
         	q[count] <= 0;
    	end else if (sum == 3) begin
         	q[count] <= 1;
    	end
    end
    end
end
endmodule
```
`/design/flow/run.sh`:
```
#!/bin/bash
# OpenROAD 26Q1-2900-gdf79404cd8, Yosys 0.63+post, stock flow scripts
make -C /OpenROAD-flow-scripts/flow DESIGN_CONFIG=/design/flow/config.mk WORK_HOME=/design/flow/orfs finish
```
`/design/flow/config.mk`:
```
export PLATFORM = sky130hd
export DESIGN_NAME = top_module
export DESIGN_NICKNAME = top_module
export VERILOG_FILES = /design/flow/design.v
export SDC_FILE = /design/flow/constraint.sdc
export NUM_CORES = 4
export LEC_CHECK = 1
export CORE_UTILIZATION = 30
```
`/design/flow/constraint.sdc`:
```
current_design top_module

set clk_period 3.3
set clk_io_pct 0.2

create_clock -name clk0 -period $clk_period [get_ports {clk}]

set non_clock_inputs [all_inputs -no_clocks]
set_input_delay [expr $clk_period * $clk_io_pct] -clock clk0 $non_clock_inputs
set_output_delay [expr $clk_period * $clk_io_pct] -clock clk0 [all_outputs]
```
==> run_results.csv <==
group,metric,value,unit
grt,grt_busiest_layer,"met2",
worst_setup_path,path_delay_family,"adder cells",
finish,reg_top3,"q x256",
flow_run,warning_count,30,
clock_tree,cts-root-buf,"clkbuf_16",
floorplan,chip_area,190000,um2
timing,rsz0062_at_grt,"true",
finish,top_register,"q",
grt,met3_usage,0.0637,
timing,setup_ws,-593,ps
grt,grt_pass1_wl,262000,um
clock_tree,cts.sinks,256,
floorplan,row_count,159,
timing,relSlewSlack,0.570,
yosys,synth_cell_types,15,
worst_setup_path,cp-end-kind,"flip-flop",
finish,syn_to_final_growth,35.5,%
worst_setup_path,cp.required,3670,ps
timing,setup_tns,-160790,ps
worst_setup_path,cp_common_cell,"fa_1",
clock_tree,hold_buffers,0,
timing,skew,35.9,ps
grt,grt_max_degree,103,
clock_tree,numCtsBuffers,45,
grt,antenna_found_initial,9,
finish,largest_reg_flops,256,
worst_setup_path,cp_max_fo,6,
yosys,ys_ff,256,
grt,grt_pass1_vias,44900,
grt,grt_use_met1,0.245,
timing,tightest_slew,645,ps
worst_setup_path,worst_path_max_delay_cell,"fa_1",
place,place_congestion,0.925,
floorplan,ios,514,
yosys,synth_area,56600,um2
yosys,flop_cell,"edfxtp_1",
clock_tree,cts_tree,"done",
worst_setup_path,crit_buf_inv,4,
outcome,status,"finished with violations",
place,port_buffers,513,
routing,drtAntennaViolNets,0,
timing,period_needed,3890,ps
yosys,edf_count,256,
min_path,hp-class,"input pin to flip-flop",
timing,slew_viol_final,0,
yosys,synthCells,5687,
worst_setup_path,r2r_slack,-590,ps
finish,drive_gt1_frac,0.251,
clock_tree,htree_num_levels,2,
grt,gr-total-overflow,0,
clock_tree,clk_pin_slew,60,ps
grt,grtUsageMet2,0.310,
routing,firstDrtPassIters,5,
routing,drt_wl_total,171000,um
worst_setup_path,path_cells,"clkinvlp_4 > buf_4 > fa_1 > fa_1 > fa_1 > inv_1 > ha_1 > inv_1 > fa_1 > nor4b_2 > a21oi_1 > or3_1",
outcome,violations,"negative setup slack",
worst_setup_path,path_class,"flip-flop to flip-flop",
timing,hold_viol,0,
timing,fin_crit_sh,1.18,
timing,setup_viol,512,
finish,fin_cells,9747,
yosys,yosys_warnings,514,
grt,gr-usage-all-layers,0.192,
yosys,yosysChipArea,56600,um2
timing,fmax,257,MHz
floorplan,die_x,436,um
place,dp_worst_setup_slack,-598,ps
yosys,synthArstFlopShare,0,
finish,finalInstanceArea,76700,um2
clock_tree,clockBufferDepth,3,
place,place_area,72700,um2
floorplan,core-area,188000,um2
routing,vias,43100,
clock_tree,clk_latency,650,ps
worst_setup_path,crit_arrival,4260,ps
flow_run,drv_cap,0,
routing,drtIter0Drc,1433,
routing,vias_per_cell,4.42,
worst_setup_path,cp_slowest_stage_delay,500,ps
worst_setup_path,cp-start-kind,"flip-flop",
yosys,ys_seq_frac,0.136,
routing,drc_errors,0,
yosys,postSynthAreaPerCell,9.95,um2
place,dpl.hpwl,150000,um
floorplan,die_height,436,um
yosys,ys_cells,5687,
place,placed_cells,9418,
floorplan,fp_util,0.302,
routing,wl_per_cell,17.5,um
## metrics by stage
stage | utilization | hold WS [ps]
CTS | 0.400 | 520
floorplan | - | 679
global route | 0.409 | 551
finish | 0.409 | 565
global placement | 0.387 | 829
detailed placement | 0.387 | 824
## synthesized netlist by cell type, types with 7 or more instances
| library cell | n | area, um2 |
|---|---|---|
| or3_1 | 256 | 1600 |
| buf_6 | 45 | 507 |
| ha_1 | 768 | 9610 |
| fa_1 | 1023 | 20500 |
| nor3b_1 | 250 | 1880 |
| nor4b_1 | 256 | 2240 |
| edfxtp_1 | 256 | 7690 |
| a21oi_1 | 250 | 1250 |
| buf_4 | 7 | 52.6 |
| nand2_1 | 256 | 961 |
| mux2i_1 | 256 | 2560 |
| inv_1 | 2047 | 7680 |
## worst reg2reg max path, cell delays in order, from the launching register on
cell and delay [ps]:
edfxtp_1 390, clkinvlp_4 210, buf_4 200, fa_1 490, fa_1 430, fa_1 500
inv_1 40, ha_1 190, inv_1 70, fa_1 450, nor4b_2 260, a21oi_1 100
or3_1 320
## repair_timing
item / in CTS / in global routing
endpoints found under the hold margin: 0 / 0
setup buffers: 103 / 161
gates resized: 103 / 181
setup endpoints to repair: 512 / 512
pin swaps: 144 / 180
## cell type report
type	count	area, um2
fill	17600	111000
multi-input combinational	3327	42800
timing repair buffer	1536	13400
inverter	2047	8340
sequential	256	7690
tap	2495	3120
clock buffer	58	1220
clock inverter	25	140
antenna	3	7.51
## final timing paths
| path | from | end | cells past startpoint |
|---|---|---|---|
| hold / removal | load | q[104]$_DFFE_PP_ | 2 |
| hold reg to reg | q[181]$_DFFE_PP_ | q[196]$_DFFE_PP_ | 3 |
| setup reg to reg | q[177]$_DFFE_PP_ | q[193]$_DFFE_PP_ | 12 |
| setup / recovery | q[177]$_DFFE_PP_ | q[193]$_DFFE_PP_ | 12 |
## cell usage in the layout, fill, tap and decap left out, types with 8 or more instances in the layout
cell,n
a21oi_2,17
clkdlybuf4s50_1,512
inv_4,153
edfxtp_1,256
buf_4,963
clkinv_4,13
nand2_1,256
clkinv_1,14
a21oi_1,233
or3_1,252
ha_4,18
clkbuf_16,47
nor3b_1,246
clkbuf_1,11
fa_1,1019
clkinv_2,8
inv_1,1706
mux2i_1,255
buf_6,25
buf_12,35
ha_1,661
clkinvlp_4,55
inv_2,120
ha_2,89
nor4b_2,255
## per-layer routing
metal  wire length (um)  up-vias
li1                   -    20800
met1              66200    21000
met2              83000      982
met3              13500      251
met4               8120        2
met5                 12        -
## cell families (layout without fill, tap and decap cells)
kind of cell               after synthesis  count (layout)  synth area share
AOI/OAI and AO/OA                      256             256            0.0229
muxes                                  256             256            0.0453
buffers and inverters                 2104            3666             0.146
DFF                                    256             256             0.136
other                                    0               3                 0
and+or+nand+nor                       1024            1024             0.118
adders and majority gates             1791            1791             0.532
